===== ./run.sh =====
#!/bin/bash
# OpenROAD 26Q1-2900-gdf79404cd8, Yosys 0.63+post, stock flow scripts
make -C /OpenROAD-flow-scripts/flow DESIGN_CONFIG=/design/flow/config.mk WORK_HOME=/design/flow/orfs finish

===== ./config.mk =====
export PLATFORM = sky130hd
export DESIGN_NAME = link_i
export DESIGN_NICKNAME = link_i
export VERILOG_FILES = /design/flow/design.v
export SDC_FILE = /design/flow/constraint.sdc
export NUM_CORES = 4
export LEC_CHECK = 1
export CORE_UTILIZATION = 30

===== ./constraint.sdc =====
current_design link_i

set clk_period 4.0
set clk_io_pct 0.2

create_clock -name clk0 -period $clk_period [get_ports {i_clk}]

set non_clock_inputs [all_inputs -no_clocks]
set_input_delay [expr $clk_period * $clk_io_pct] -clock clk0 $non_clock_inputs
set_output_delay [expr $clk_period * $clk_io_pct] -clock clk0 [all_outputs]

===== ./design.v =====
module link_i(
              input  logic          i_clk,
              input  logic          i_rstn,
              input  logic          i_wen,    
              input  logic [31:0]   i_token,   
              input  logic [31:0]   i_clk_cnt, 
              input  logic [31:0]   i_id,
              output logic          o_wen,   
              output logic [31:0]   o_token,   
              output logic [31:0]   o_clk_cnt, 
              output logic [31:0]   o_id      
              );
   logic [31:0]                     clk_cnt_in;
   logic [31:0]                     id_in;
   logic [31:0]                     clk_cnt;
   logic [31:0]                     id;
   logic                            wen_t;
   parameter ID = 0;
   assign  id     = ID;
   assign o_clk_cnt = clk_cnt ; 
   always @(posedge i_clk) begin
      if (!i_rstn)clk_cnt <=ID;
      else clk_cnt  <=  clk_cnt +1;
   end  
   always @(posedge i_clk) begin
      if (!i_wen) begin 
         clk_cnt_in <=0;
         id_in <=0;
         wen_t <=0;
      end
      else begin 
         clk_cnt_in  <=  i_clk_cnt;
         id_in       <=  i_id;
         wen_t       <=  i_wen;
      end
   end  
   always @(posedge i_clk) begin
      if (!i_rstn) o_wen <=0;
      else begin
         if(ID==0 && clk_cnt<4)  o_wen <=clk_cnt[1]&clk_cnt[0];
         else      o_wen <=wen_t;
      end
   end  
   always @(posedge i_clk) begin
      if (!o_wen) begin 
         o_token   <= 0;
         o_id      <= 0;
      end
      else begin         
         o_token   <= i_token;
         o_id      <= id;
      end
   end  
endmodule  

==> flow_summary.yaml <==
# synthesis and place-and-route metrics
drt:
  ant_nets: 0
  first_iter_violations: 70
  vias: 2240
  via_per_inst: 4.51
  drt_first_pass_iters: 4
  wirelength_um: 6160
  antenna_cells: 0
  wl_per_cell_um: 12.4
  route.detailed.drc: 0
setup_path:
  cp_cell_sequence: "clkdlybuf4s50_1"
  slowest_delay_ns: 0.88
  end_kind: "output pin"
  critPathLaunchType: "flip-flop"
  worstSetupEndpoint: "o_wen"
  worst-path-stages: 1
  regToRegStartpoint: "clk_cnt[0]"
  cpLargestDelayFamily: "flip-flops"
  timing.critical_path.from: "o_wen"
  r2r_slack_ns: 1.79
  reg2reg_depth: 5
  r2r-end: "clk_cnt[30]"
  crit_buf_inv: 1
  cp_data_required_time_ns: 3.20
  slowest_stage: "dfxtp_1"
  path_class: "reg -> out"
  worstPathArrival_ns: 1.83
  cp_max_fo: 33
yosys:
  syn-cell-area_sq_um: 2690
  edf_count: 0
  ys.flops: 66
  synth_seq_share: 0.492
  yosysChipArea_sq_um: 2690
  flop_cell: "dfxtp_1"
  avgSynthCellArea_sq_um: 9.36
  synthCells: 287
  yosysWarnings: 1
  synth_cell_type_count: 32
  yosys_cells: 287
  async_reset_ff_frac: 0
layout:
  mostFrequentLayoutCell: "clkdlybuf4s50_1"
  final_area_sq_um: 3810
  final_cell_mix: "clkdlybuf4s50_1 (99), dfxtp_1 (66), and2_1 (33)"
  area_growth_syn_to_layout_pct: 41.8
  drive_above_1_share: 0.0463
timing:
  clock.fmax_mhz: 380
  fin_crit_ns: 2.63
  tightest_slew_ns: 0.851
  hold_violations: 0
  finalSetupTns_ns: 0
  max_slew_margin: 0.432
  post-route-period-util: 0.657
  skew_ns: 0.00848
  final-setup-viol-count: 0
  rsz0062_at_grt: "false"
  final-max-slew-violation-count: 0
floorplan:
  rows: 34
  die_h_um: 96.6
  num_io_pins: 196
  fp_util: 0.309
  chipArea_sq_um: 9330
  fp.coreArea_sq_um: 8680
  die_w_um: 96.6
power:
  ir_worst_vdd_v: 0.000146
  powerDensity_nw_per_um2: 328
  p_leak_nw: 1.36
  total_power_mw: 1.25
clock_network:
  post_cts_buffers: 0
  h-tree-depth: 3
  cts_sinks: 66
  cts_hold_buf: 0
  clockBufferDepth: 2
  numCtsBuffers: 9
  clk_latency_ns: 0.34
  cts_resized: 0
  cts_tree: "yes"
  clockRootBuffer: "clkbuf_8"
  clk_pin_slew_ns: 0.07
global_routing:
  grt_first_pass_wirelength_um: 9740
  first_global_vias: 1881
  grt_max_degree: 34
  grt_overflow: 0
  antenna_found_initial: 0
  grtUsageTotal: 0.129
placement:
  routabilityCongestion: 0.776
  io_buffers: 99
  dp_hpwl_um: 4240
  post_dp_cell_area_sq_um: 3640
hold_path:
  hp-class: "reg -> reg"
run_status:
  outcome: "finished, final reports clean"
run:
  warning_count: 89
  maxCapViolations: 0
## kinds of logic (layout without fill, tap and decap cells)
kind of cell             after synthesis  count (layout)  synth area share
buffers and inverters                 53             124             0.123
multiplexers                           2               2           0.00746
XOR/XNOR                               9               9            0.0294
AND-OR/OR-AND                         40              40            0.0876
AND/OR/NAND/NOR                      115             115             0.254
flip-flops                            66              66             0.492
other                                  1              32           0.00140
adder cells (fa/ha/maj)                1               1           0.00466
## power by group
part	internal, mW	total [mW]	switching, mW
Sequential	0.669	0.678	0.00919
Clock	0.253	0.499	0.246
Combinational	0.0552	0.0711	0.0160
Total	0.977	1.25	0.271
## cells in the mapped netlist, types with 5 or more instances
| cell type | n | area (sq um) |
|---|---|---|
| nand3_1 | 9 | 45.0 |
| nor2_1 | 12 | 45.0 |
| nor4_1 | 9 | 56.3 |
| buf_4 | 33 | 248 |
| xnor2_1 | 8 | 70.1 |
| nand2_1 | 13 | 48.8 |
| nand4_1 | 5 | 31.3 |
| clkbuf_1 | 8 | 30.0 |
| o21ai_0 | 7 | 35.0 |
| inv_1 | 9 | 33.8 |
| or4_1 | 14 | 105 |
| and2_1 | 33 | 206 |
| o31ai_1 | 12 | 90.1 |
| dfxtp_1 | 66 | 1320 |
| a21oi_1 | 19 | 95.1 |
| or3_1 | 8 | 50.1 |
## per-stage QoR
stage | util | setup slack (ns) | hold slack, ns | instances
final | 0.439 | 1.37 | 0.481 | 497
after floorplan | - | 2.13 | 0.430 | 318
after global routing | 0.439 | 1.18 | 0.511 | 497
after global placement | 0.419 | 1.69 | 0.461 | 482
after CTS | 0.439 | 1.32 | 0.487 | 497
after detailed placement | 0.419 | 1.69 | 0.475 | 482
## flip-flops by register name, summed over array words and instances, names as in the netlist
register	flops
wen_t	1
o_token	32
o_wen	1
clk_cnt	32
## how the worst min path moves through the flow
stage	start	to	slack, ns	cells past startpoint
after CTS	clk_cnt[31]	clk_cnt[31]	0.49	2
final	clk_cnt[0]	clk_cnt[0]	0.48	1
after global routing	clk_cnt[0]	clk_cnt[0]	0.51	1
## routing by layer
metal	GRT usage	wire, um	vias up
met1	0.197	2840	1029
met3	0.0449	462	2
li1	-	-	1130
met5	0	0	-
met2	0.186	2820	79
met4	0.0172	42	0
## cell type report
cell class,count,area (sq um)
tap,108,135
inverter,9,33.8
timing repair buffer,100,998
sequential,66,1320
clock buffer,12,155
clock inverter,3,15.0
multi-input combinational,199,1150
fill,859,4870
Power figures rest on the tool's default switching activity, not on a simulated workload.
